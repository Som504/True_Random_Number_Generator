`flow/run.sh`:
```
#!/bin/bash
# OpenROAD 26Q1-2900-gdf79404cd8, Yosys 0.63+post, stock flow scripts
make -C /OpenROAD-flow-scripts/flow DESIGN_CONFIG=/design/flow/config.mk WORK_HOME=/design/flow/orfs finish
```
`flow/config.mk`:
```
export PLATFORM = sky130hd
export DESIGN_NAME = trng_top
export DESIGN_NICKNAME = trng_top
export VERILOG_FILES = /design/flow/design.v
export SDC_FILE = /design/flow/constraint.sdc
export NUM_CORES = 4
export LEC_CHECK = 1
export CORE_UTILIZATION = 40
```
`flow/constraint.sdc`:
```
current_design trng_top

set clk_period 2.9
set clk_io_pct 0.2

create_clock -name clk0 -period $clk_period [get_ports {clk}]

set non_clock_inputs [all_inputs -no_clocks]
set_input_delay [expr $clk_period * $clk_io_pct] -clock clk0 $non_clock_inputs
set_output_delay [expr $clk_period * $clk_io_pct] -clock clk0 [all_outputs]
```
`flow/design.v`:
```
`timescale 1ns / 1ps
module ring_oscillator #(
  parameter integer NUM_INV = 5   
)(
  input  wire clk,        
  input  wire rstn,       
  input  wire en_i,       
  output wire en_o,       
  output wire rnd_o       
);
  reg [NUM_INV-1:0] sreg;
  always @(posedge clk or negedge rstn) begin
    if (!rstn)
      sreg <= {NUM_INV{1'b0}};
    else
      sreg <= {sreg[NUM_INV-2:0], en_i};
  end
  assign en_o = sreg[NUM_INV-1];
  reg  [NUM_INV-1:0] latch;      
  wire [NUM_INV-1:0] inv_in;
  wire [NUM_INV-1:0] inv_out;
  genvar i;
  generate
    for (i = 0; i < NUM_INV; i = i + 1) begin : ring
      always @* begin
        if (!en_i) begin
          latch[i] = 1'b0;            
        end else if (sreg[i]) begin
          latch[i] = inv_out[i];      
        end else begin
          latch[i] = latch[i];        
        end
      end
      assign inv_out[i] = ~inv_in[i];
    end
  endgenerate
  assign inv_in[0]           = latch[NUM_INV-1];    
  assign inv_in[NUM_INV-1:1] = latch[NUM_INV-2:0];
  reg [1:0] sync;
  always @(posedge clk or negedge rstn) begin
    if (!rstn)
      sync <= 2'b00;
    else
      sync <= {sync[0], latch[NUM_INV-1]};
  end
  assign rnd_o = sync[1];
endmodule
`timescale 1ns / 1ps
module de_biasing (
    input  wire clk,           
    input  wire rstn,          
    input  wire raw_in,        
    output reg  debias_out,    
    output reg  valid_out      
);
  reg [1:0] pair;
  always @(posedge clk or negedge rstn) begin
    if (!rstn) begin
      pair      <= 2'b00;
      debias_out <= 1'b0;
      valid_out  <= 1'b0;
    end else begin
      pair <= {pair[0], raw_in};
      if (pair[1] ^ pair[0]) begin
        debias_out <= pair[0];
        valid_out  <= 1'b1;
      end else begin
        valid_out  <= 1'b0;
      end
    end
  end
endmodule
`timescale 1ns/1ps
module sampling_unit_crc #(
    parameter integer STATE_WIDTH = 8,            
    parameter integer NUM_RAW_BITS = 64,          
    parameter [STATE_WIDTH-1:0] POLY = 8'b0000_0111   
)(
    input  wire                       clk,
    input  wire                       rstn,           
    input  wire                       debias_bit,     
    input  wire                       debias_valid,   
    output reg  [STATE_WIDTH-1:0]     rnd_out,        
    output reg                        valid_out       
);
  function integer clog2;
    input integer value; integer v;
  begin
    if (value <= 1) clog2 = 1;
    else begin
      v = value - 1; clog2 = 0;
      while (v > 0) begin v = v >> 1; clog2 = clog2 + 1; end
    end
  end
  endfunction
  reg  [STATE_WIDTH-1:0] state;
  reg  [clog2(NUM_RAW_BITS):0] mix_cnt;
  wire feedback = state[STATE_WIDTH-1] ^ debias_bit;
  // synthesis translate_off
  initial begin
    if ((1 << clog2(NUM_RAW_BITS)) != NUM_RAW_BITS)
      $error("NUM_RAW_BITS must be a power of two (got %0d)", NUM_RAW_BITS);
    if (STATE_WIDTH <= 0) $error("STATE_WIDTH must be > 0");
  end
  // synthesis translate_on
  always @(posedge clk or negedge rstn) begin
    if (!rstn) begin
      state     <= {STATE_WIDTH{1'b0}};
      mix_cnt   <= { (clog2(NUM_RAW_BITS)+1) {1'b0} };
      rnd_out   <= {STATE_WIDTH{1'b0}};
      valid_out <= 1'b0;
    end else begin
      valid_out <= 1'b0;  
      if (debias_valid) begin
        if (feedback)
          state <= ({state[STATE_WIDTH-2:0], 1'b0}) ^ POLY;
        else
          state <= {state[STATE_WIDTH-2:0], 1'b0};
        mix_cnt <= mix_cnt + {{(clog2(NUM_RAW_BITS)){1'b0}}, 1'b1};
        if (mix_cnt == (NUM_RAW_BITS-1)) begin
          rnd_out   <= state;    
          valid_out <= 1'b1;     
          mix_cnt   <= { (clog2(NUM_RAW_BITS)+1) {1'b0} };   
        end
      end
    end
  end
endmodule
`timescale 1ns/1ps
module trng_top #(
  parameter integer NUM_INV0      = 3,
  parameter integer NUM_INV1      = 5,
  parameter integer NUM_INV2      = 7,
  parameter integer SAMPLE_WIDTH  = 8,
  parameter integer NUM_RAW_BITS  = 64,
  parameter [7:0]   POLY          = 8'b0000_0111
)(
  input  wire                    clk,        
  input  wire                    rstn,       
  input  wire                    enable_i,   
  output wire                    valid_o,    
  output wire [SAMPLE_WIDTH-1:0] data_o      
);
  function integer clog2;
    input integer value;
    integer v;
  begin
    if (value <= 1) begin
      clog2 = 1;
    end else begin
      v = value - 1;
      clog2 = 0;
      while (v > 0) begin
        v = v >> 1;
        clog2 = clog2 + 1;
      end
    end
  end
  endfunction
  wire ro0_bit, ro1_bit, ro2_bit;
  wire en0_out, en1_out, en2_out;
  ring_oscillator #(.NUM_INV(NUM_INV0)) u_ro0 (
    .clk (clk),
    .rstn(rstn),
    .en_i(enable_i),    
    .en_o(en0_out),
    .rnd_o(ro0_bit)
  );
  ring_oscillator #(.NUM_INV(NUM_INV1)) u_ro1 (
    .clk (clk),
    .rstn(rstn),
    .en_i(en0_out),     
    .en_o(en1_out),
    .rnd_o(ro1_bit)
  );
  ring_oscillator #(.NUM_INV(NUM_INV2)) u_ro2 (
    .clk (clk),
    .rstn(rstn),
    .en_i(en1_out),     
    .en_o(en2_out),     
    .rnd_o(ro2_bit)
  );
  wire raw_xor = ro0_bit ^ ro1_bit ^ ro2_bit;
  reg [1:0] sync;
  always @(posedge clk or negedge rstn) begin
    if (!rstn)
      sync <= 2'b00;
    else
      sync <= {sync[0], raw_xor};
  end
  wire sync_bit = sync[1];
  wire deb_bit;
  wire deb_valid;
  de_biasing u_debias (
    .clk        (clk),
    .rstn       (rstn),
    .raw_in     (sync_bit),
    .debias_out (deb_bit),
    .valid_out  (deb_valid)
  );
  sampling_unit_crc #(
    .STATE_WIDTH (SAMPLE_WIDTH),
    .NUM_RAW_BITS(NUM_RAW_BITS),
    .POLY        (POLY)
  ) u_sampling (
    .clk          (clk),
    .rstn         (rstn),
    .debias_bit   (deb_bit),
    .debias_valid (deb_valid),
    .rnd_out      (data_o),
    .valid_out    (valid_o)
  );
endmodule
```
==> reports/qor.yml <==
yosysChipArea_mm2: 0.00215
grtUsageTotal_pct: 11.2
top_layer_used: "met4"
drc: 0
grt_max_degree: 39
startpoint_type: "flip-flop"
antenna_left: 0
cts_buffer_depth: 2
antenna_found_initial: 0
maxCapViolations: 0
p_sw_mw: 0.424
grt_pass1_vias: 1037
finalSetupViolations: 0
reg2reg_from: "u_debias.valid_out$_DFF_PN0_"
r2r_slack_ns: 0.96
routedWlPerCell_um: 11.7
pre_cts_ws_ns: 0.942
ys_top_cells_by_area: "dfrtp_1 (59%), dlxtn_1 (10%), nor2b_1 (8.7%), mux2_4 (4.9%), mux2_2 (4.2%)"
clk_latency_ns: 0.30
first_pass_iters: 3
synthesis.instances: 149
synthAoiAreaFrac_pct: 1.57
final_max_slew_viol_count: 0
untimed_endpoints: 18
fin_crit_sh_pct: 67.0
row_count: 26
yosys.area.top_type_share_pct: 59.3
hold_class: "flip-flop to flip-flop"
xor_area_share_pct: 3.66
final_common_cell: "dfrtp_1"
area_growth_pct: 12.0
path_max_fanout: 16
timing.final.ws_setup_ns: 0.956
internal_power_mw: 1.13
synth_flops: 66
post_cts_resized: 0
ir_worst_vdd_mv: 0.333
synth.avg_cell_area_um2: 14.5
gp_congestion: 0.729
layout-drive-gt1-share_pct: 16.5
swShare_pct: 27.4
p_leak_nw: 1.05
worstReg2RegEnd: "u_sampling.rnd_out[0]$_DFFE_PN0P_"
reg2regPathDepth: 3
yosys_warnings: 10
postCtsSetupBuffers: 0
die_h_um: 75.4
min_path_cells: 0
vias: 1058
hold_start: "sync[1]$_DFF_PN0_"
power_density_mw_per_mm2: 643
lay_top_cells: "dfrtp_1 (51), nor2b_1 (30), dlxtn_1 (15)"
synth_cell_types: 27
cts_inserted_buffers: 5
ys_sh_adder_pct: 1.05
met3_length_um: 89
fin_setup_tns_ns: 0
worst_pin_slew_ns: 0.793
grt_first_pass_wirelength_um: 4710
cts_root_buf: "clkbuf_8"
htree_levels: 2
dpl.hpwl_um: 1930
status: "complete, no violations"
yosys-mux-area-fraction_pct: 9.06
die_w_um: 75.4
wl_met1_um: 1390
hold_buffers: 0
port_buffers: 11
clkTransAtPathRegs_ns: 0.09
met2_length_um: 1220
timing.slew.headroom_pct: 47.2
core_util_floorplan_pct: 41.9
via_per_inst: 4.52
antenna_cells: 0
warnings: 25
clkPwrFrac_pct: 25.4
min_period_ns: 1.94
end_kind: "flip-flop"
min_to: "u_debias.pair[0]$_DFF_PN0_"
fp.dieArea_mm2: 0.00568
finalHoldViolations: 0
core_area_mm2: 0.00514
ys_sh_simple_pct: 13.1
io_pins: 12
seq_power_share_pct: 60.7
top_area_cell: "dfrtp_1"
utilization_pct: 46.9
cts_tree: "yes"
unclocked_pins: 15
path_class: "flip-flop to flip-flop"
wl_um: 2740
topCombFamilyByArea: "simple AND/OR/NAND/NOR gates"
finClkSkew_ns: 0.00713
netlist_area_mm2: 0.00215
drtIter0Drc: 29
rsz0062_at_grt: "no"
ys_cells: 149
power_frac_comb_pct: 13.9
cp.required_ns: 3.08
critPathArrivalTime_ns: 2.13
max_freq_mhz: 514
overflow: 0
==> per-layer routing <==
layer	global-route usage, %	vias to the layer above
li1	-	513
met5	0	-
met3	2.41	4
met4	1.85	0
met2	16.6	15
met1	18.6	526
==> how the worst max path moves through the flow <==
stage                 slack (ns)  depth (start not counted)                           endpoint                         start
after global routing        0.86                          3  u_sampling.rnd_out[0]$_DFFE_PN0P_  u_debias.valid_out$_DFF_PN0_
final                       0.96                          3  u_sampling.rnd_out[0]$_DFFE_PN0P_  u_debias.valid_out$_DFF_PN0_
after CTS                   0.94                          3  u_sampling.rnd_out[0]$_DFFE_PN0P_  u_debias.valid_out$_DFF_PN0_
==> cells by family after synthesis <==
kind of cell | Yosys count
AND-OR/OR-AND | 6
XOR/XNOR | 9
adder cells (fa/ha/maj) | 2
buffers and inverters | 7
flip-flops | 51
latches | 15
multiplexers | 15
AND/OR/NAND/NOR | 44
==> layout make-up <==
type / instances / area, um^2
fillers: 454 / 2730
flip-flops and latches: 66 / 1500
multi-input cells: 76 / 613
repair buffers: 12 / 113
well taps: 70 / 87.6
clock buffers: 5 / 68.8
clock inverters: 3 / 20.0
inverters: 2 / 7.51
==> critical path: stages (launching register included) <==
cell     delay [ns]
dfrtp_1        0.71
nand4_4        0.18
nor3_4         0.54
mux2_2         0.40
==> through the flow <==
step	hold slack [ns]	power, mW	cells	instance area (um^2)
final	0.354	1.55	234	2410
after global routing	0.364	1.64	234	2410
after CTS	0.357	1.57	234	2410
after detailed placement	0.336	1.17	226	2320
after global placement	0.332	1.15	226	2320
after floorplan	0.284	1.10	149	2150
==> sequential cells by signal, summed over array words and instances, names as in the netlist <==
name,flops
u_debias.pair,2
u_sampling.valid_out,1
u_ro1.sync,2
u_ro0.sync,2
u_ro0.latch,3
u_ro2.sreg,7
u_ro1.sreg,5
u_ro2.sync,2
u_ro1.latch,5
u_sampling.state,8
u_sampling.mix_cnt,7
u_sampling.rnd_out,8
u_debias.debias_out,1
u_ro0.sreg,3
sync,2
u_debias.valid_out,1
u_ro2.latch,7
==> power by group through the flow <==
stage | clock network (mW) | registers [mW] | logic (mW)
4_1_cts | 0.409 | 0.943 | 0.220
5_1_grt | 0.438 | 0.962 | 0.239
6_report | 0.394 | 0.940 | 0.215
==> synthesized netlist by cell type (all sizes together) <==
cell type  instances
mux2              15
nor3               2
o21ai              2
ha                 1
nand2b             2
nor2b             30
a21oi              2
maj3               1
dfrtp             51
clkbuf             2
dlxtn             15
buf                3
nand2              4
xor2               2
nand4              2
or3                1
inv                2
o21a               1
nand3              1
xnor2              7
o22ai              1
nor2               2
No activity file was given, so power comes from the tool's default toggle rates.
